==> design/flow/design.v <==
module counter ( input clk, input rstn, output reg[3:0] out);
    always @ (posedge clk) begin
        if (! rstn)
            out <= 0;
        else
            out <= out + 1;
    end
endmodule
==> design/flow/run.sh <==
#!/bin/bash
# OpenROAD 26Q1-2900-gdf79404cd8, Yosys 0.63+post, stock flow scripts
make -C /OpenROAD-flow-scripts/flow DESIGN_CONFIG=/design/flow/config.mk WORK_HOME=/design/flow/orfs finish
==> design/flow/config.mk <==
export PLATFORM = sky130hd
export DESIGN_NAME = counter
export DESIGN_NICKNAME = counter
export VERILOG_FILES = /design/flow/design.v
export SDC_FILE = /design/flow/constraint.sdc
export NUM_CORES = 4
export LEC_CHECK = 1
export CORE_AREA = 10 10 70 70
export DIE_AREA = 0 0 80 80
==> design/flow/constraint.sdc <==
current_design counter

set clk_period 1.2
set clk_io_pct 0.2

create_clock -name clk0 -period $clk_period [get_ports {clk}]

set non_clock_inputs [all_inputs -no_clocks]
set_input_delay [expr $clk_period * $clk_io_pct] -clock clk0 $non_clock_inputs
set_output_delay [expr $clk_period * $clk_io_pct] -clock clk0 [all_outputs]
==> flow_summary.ini <==
; flow metrics
[routing]
drc = 0
routed.top_layer = met3
n_antenna_cell = 0
drtIter0Drc = 10
ant_nets = 0
wl_met1_um = 226
dr_wl_met3_um = 62
dr.pass1.iters = 3
drt-total-wl_um = 380
wl_per_cell_um = 5.59
viasPerCell = 1.72
vias = 117
dr_wl_met2_um = 91

[synth]
yosysChipArea_um2 = 145
synth.distinct_cells = 9
ys_ff = 4
yosys_cells = 13
ys_seq_share_pct = 55.2
netlist_instances = 13
netlist_area_um2 = 145
syn_avg_cell_area_um2 = 11.2
yosysWarnings = 1

[final_timing]
min_period_over_period_pct = 88.7
finalHoldViolCount = 0
drv_slew = 0
slew_headroom_pct = 90.0
rsz0062_at_grt = false
skew_ns = 0.000157
setup_violations = 0
finalSetupTns_ns = 0
fin_crit_ns = 1.06
fmax_ghz = 0.940
hold_slack_ns = 0.426
worst_slew_pin_slew_ns = 0.150

[layout]
final_cells = 68
fin_util_pct = 8.28
final_cell_mix = dfxtp_2 (4), dlygate4sd2_1 (4), clkbuf_4 (3)
largest-register = out
area_growth_pct = 94.8
final_layout_size_suffix_gt1_share_pct = 36.4
top_regs = out x4
fillerInstances = 415
largest_reg_flops = 4

[floorplan]
chipArea_mm2 = 0.00640
fp_util_pct = 4.25
fp.dieH_um = 80
die_w_um = 80
rows = 21
core_area_mm2 = 0.00342
boundaryPins = 6

[status]
status = completed

[worst_setup_path]
path_cells = dlygate4sd2_1
cp.required_ns = 0.96
worstSetupPathType = reg -> out
worstPathMaxFanout = 4
critPathTopFamily = flip-flops
cp-end-kind = output pin
critPathArrivalTime_ns = 0.82
start_kind = flop
cp_slowest_cell = dfxtp_2
cpPeakStageDelay_ns = 0.32
crit_buf_inv = 1

[global_route]
grt_use_total_pct = 1.27
overflow = 0
grt_pass1_vias = 119
antenna_found_initial = 0
grt_pass1_wl_um = 579
grt_max_degree = 6

[clock_network]
root_buffer = clkbuf_4
cts_tree = done
numCtsBuffers = 3
path_clk_slew_ns = 0.04
htreeDepth = 1
clock_latency_ns = 0.23
cts_sinks = 4
clockBufferDepth = 2

[power_and_ir_drop]
power_density_mw_per_mm2 = 1230
comb_power_share_pct = 9.2
p_clk_share_pct = 47.4
p_leak_nw = 0.127
swShare_pct = 20.4
switching_power_w = 0.0000707
p_seq_share_pct = 43.5
intPower_w = 0.000276
ir_drop_mv = 0.382
total_power_w = 0.000347

[run]
maxCapViolCount = 0
warnings = 25

[placement]
globalplace.congestion = 0.591
placed_cells = 64
io_buffers = 5

[hold_path]
min_path_type = reg -> reg
[cell families (layout without fill, tap and decap cells)]
kind of cell	after synthesis	in the layout	share of synthesized area, %
mux	1	1	6.90
buf+inv	0	9	0
xor+xnor	1	1	6.04
flops	4	4	55.2
fa+ha+maj	1	1	8.62
simple gates	6	6	23.3
[power groups by stage]
stage         clock network, W  registers, W  logic (W)
finish                0.000164      0.000151  0.0000318
CTS                   0.000175      0.000151  0.0000320
global route          0.000194      0.000152  0.0000360
[through the flow]
stage                     setup slack (ns)  cell area (µm²)
after floorplan                      0.324              145
final                                0.136              283
after detailed placement            0.0869              253
after global placement              0.0989              253
after global routing                 0.104              283
after CTS                            0.132              283
[synth_stat cells (all sizes together)]
master / number / share of area (%)
xor2: 1 / 6.0
nand2b: 1 / 4.3
ha: 1 / 8.6
and2: 2 / 8.6
nand3: 1 / 3.4
nand2: 1 / 2.6
nor2b: 1 / 4.3
dfxtp: 4 / 55
mux2i: 1 / 6.9
[final cells by class]
type | instances | area, µm² | share of cell area (%)
timing repair buffer | 6 | 52.6 | 18.6
multi-input combinational | 9 | 65.1 | 23.0
tap | 46 | 57.6 | 20.4
sequential | 4 | 85.1 | 30.1
clock buffer | 3 | 22.5 | 7.96
[per-layer routing]
layer,GRT usage [%],vias to the layer above
met3,1.70,0
met2,0.803,8
met1,1.79,48
met5,0,-
met4,0.528,0
li1,-,61
[worst paths after layout]
check             startpoint     end  slack [ns]  cells past startpoint
hold reg to reg       out[0]  out[0]        0.43                      1
setup / recovery      out[0]  out[0]        0.14                      1
setup reg to reg      out[0]  out[2]        0.29                      3
hold / removal        out[0]  out[0]        0.43                      1
[timing repair]
| item | 4_1_cts | 5_1_grt |
|---|---|---|
| resized | 8 | 0 |
| endpoints found under the setup margin | 4 | 0 |
| setup buffers | 1 | 0 |
| hold buffers | 0 | 0 |
