[flow/design.v]
module upordown_counter(Clk, reset, UpOrDown, Count);
    input Clk,reset,UpOrDown;
    output [3 : 0] Count;
    reg [3 : 0] Count = 0;  
     always @(posedge(Clk) or posedge(reset))
     begin
        if(reset == 1) 
            Count <= 0;
        else    
            if(UpOrDown == 1)    
                if(Count == 15)
                    Count <= 0;
                else
                    Count <= Count + 1;  
            else   
                if(Count == 0)
                    Count <= 15;
                else
                    Count <= Count - 1;  
     end    
endmodule
[flow/config.mk]
export PLATFORM = sky130hd
export DESIGN_NAME = upordown_counter
export DESIGN_NICKNAME = upordown_counter
export VERILOG_FILES = /design/flow/design.v
export SDC_FILE = /design/flow/constraint.sdc
export NUM_CORES = 4
export LEC_CHECK = 1
export CORE_AREA = 10 10 70 70
export DIE_AREA = 0 0 80 80
[flow/run.sh]
#!/bin/bash
# OpenROAD 26Q1-2900-gdf79404cd8, Yosys 0.63+post, stock flow scripts
make -C /OpenROAD-flow-scripts/flow DESIGN_CONFIG=/design/flow/config.mk WORK_HOME=/design/flow/orfs finish
[flow/constraint.sdc]
current_design upordown_counter

set clk_period 1.5
set clk_io_pct 0.2

create_clock -name clk0 -period $clk_period [get_ports {Clk}]

set non_clock_inputs [all_inputs -no_clocks]
set_input_delay [expr $clk_period * $clk_io_pct] -clock clk0 $non_clock_inputs
set_output_delay [expr $clk_period * $clk_io_pct] -clock clk0 [all_outputs]
==> results.rst <==
Physical design figures
=======================

.. list-table::
   :header-rows: 1

   * - Metric
     - Value
   * - Critical Setup Path Class
     - register to output pin
   * - Async set or reset register ratio after synthesis
     - 1.00
   * - Worst-case setup slack after placement
     - 0.157 ns
   * - DR vias
     - 201
   * - DRC violation count after routing
     - 0
   * - Number of buffer and inverter stages on the critical path
     - 1
   * - Library cell used as clock root buffer
     - sky130_fd_sc_hd__clkbuf_4
   * - Crit. Startpoint
     - Count[2]
   * - Count of H-tree levels built during CTS
     - 1
   * - Antenna cells
     - 0
   * - Most common library cells after synthesis
     - sky130_fd_sc_hd__dfrtp_1, sky130_fd_sc_hd__inv_1, sky130_fd_sc_hd__ha_1, sky130_fd_sc_hd__xnor2_1
   * - Vias per cell
     - 2.51
   * - Crit path largest cell delay
     - 0.50 ns
   * - Total cells reported by yosys after synthesis
     - 22
   * - Global placement routability congestion
     - 0.680
   * - Area delta synth->final
     - 74.6%
   * - CP max-delay cell
     - sky130_fd_sc_hd__clkdlybuf4s50_1
   * - Setup violation total in the final timing report
     - 0
   * - Fill cells
     - 411
   * - Hold buffer count at cts
     - 0
   * - Insertion delay to the later sink of the worst-skew pair
     - 0.24 ns
   * - CP endpoint
     - Count[2]
   * - Shortest clock period the worst path allows after layout
     - 1.45 ns
   * - Post-synth design cell area
     - 221 µm²
   * - Critical path capture point type
     - output pin
   * - Clk slew on worst S/H paths
     - 0.04 ns
   * - Total count of max-transition violations in the final report
     - 0
   * - Unrepaired setup endpoints after global routing
     - no
   * - CP top delay family
     - buffers and inverters
   * - Outcome
     - complete, no violations
   * - Post-synthesis cell count
     - 22
   * - Number of placed I/O pins
     - 7
   * - Standard-cell rows
     - 21
   * - Worst-Margin Slew
     - 0.270 ns
   * - Power consumption
     - 0.595 mW
   * - Largest register FFs
     - 4
   * - Hold crit path type
     - primary input to asynchronous set/reset pin
   * - Hold Fails Final Rpt
     - 0
   * - Largest register by flop count
     - Count
   * - Final HPWL from detailed placement
     - 448 µm
   * - Number of synthesized flops with an enable pin
     - 0
   * - Registers with the most flip-flops
     - Count: 4 flops
   * - Required arrival time at the worst endpoint
     - 1.20 ns
   * - Via count of the first global-routing pass
     - 224
   * - Largest voltage drop on the vdd net
     - 0.566 mV
   * - Post-route setup slack
     - 0.0526 ns
   * - Core Density at Floorplan
     - 0.0648
   * - Yosys Warn Count
     - 1
   * - Worst-case register-to-register setup slack
     - 0.11 ns
   * - Die area
     - 6400 µm²
   * - Worst reg2reg path startpoint
     - Count[0]
   * - Placed Cells
     - 74
   * - Total overflow reported by the global router
     - 0
   * - Cells along the critical path
     - clkdlybuf4s50_1
   * - Ys flop type
     - sky130_fd_sc_hd__dfrtp_1
   * - Cell types with the largest area share after synthesis
     - sky130_fd_sc_hd__dfrtp_1, sky130_fd_sc_hd__ha_1, sky130_fd_sc_hd__xnor2_1
   * - Clock sink total
     - 4
   * - Final wirelength
     - 631 µm
   * - OpenROAD warnings
     - 26
   * - Sum of negative setup slack
     - 0 ns
   * - Worst r2r dst
     - Count[3]
   * - Final hold slack
     - 0.246 ns
   * - Data arrival, critical path
     - 1.15 ns
   * - Relative slew slack
     - 0.820
   * - F_max
     - 691 MHz
   * - Number of library cell types mapped by synthesis
     - 14
   * - CP max FO
     - 5
   * - Horiz. Die Dim
     - 80 µm
   * - Top-area cell share
     - 0.452
   * - Number of DRC markers after the initial detailed-route iteration
     - 7
   * - Post-synth area from yosys stat
     - 221 µm²
   * - CTS max path bufs
     - 2
   * - WP depth
     - 1
   * - Cell type with the highest aggregate area in the netlist
     - sky130_fd_sc_hd__dfrtp_1
   * - Number of port buffers
     - 6
   * - Synthesized registers
     - 4
   * - Leak pwr
     - 0.153 nW
   * - Die outline height
     - 80 µm
   * - Max Cap Viol
     - 0
   * - Maximum number of pins on one net before global-route repair
     - 8
   * - Overall global routing resource usage
     - 0.0225
   * - Global-route wire length before repair
     - 1090 µm
   * - Startpoint types
     - register
   * - 1st-pass router iterations
     - 2
   * - Worst Skew
     - 0.00238 ns
   * - Fraction of layout cells with a size suffix above 1
     - 0.265
   * - Antenna violations before repair
     - 0
   * - Antenna-violating nets left
     - 0
   * - Standard cell core area
     - 3420 µm²
   * - TritonCTS clock tree
     - done
   * - Power density relative to cell area
     - 1540 nW/µm²
   * - Period utilisation layout
     - 0.965
   * - Sequential area share after synthesis
     - 0.452
   * - Synthesized area per cell
     - 10.1 µm²
   * - Routed len/inst
     - 7.89 µm
   * - Cts bufs inserted
     - 3
   * - Depth of the most critical reg-to-reg path
     - 4
   * - Fin cells
     - 80
## through the flow
stage	instance area (µm²)	util
2_1_floorplan	221	-
5_1_grt	387	0.113
6_report	387	0.113
3_3_place_gp	339	0.0993
3_5_place_dp	339	0.0993
4_1_cts	372	0.109
## power breakdown
part	switching, mW	internal, mW	leakage (nW)
clock network	0.0486	0.0898	0.0138
registers	0.0486	0.154	0.0465
logic	0.0938	0.160	0.0929
## area by class of cell
type | count | area [µm²] | share of cell area
Clock buffer | 3 | 22.5 | 0.0583
Timing Repair Buffer | 9 | 82.6 | 0.214
Sequential cell | 4 | 103 | 0.265
Multi-Input combinational cell | 13 | 103 | 0.265
Inverter | 5 | 18.8 | 0.0485
Tap cell | 46 | 57.6 | 0.149
## repair_timing
action | in CTS | in global routing
endpoints found under the setup margin | 3 | 1
pin swaps | 0 | 0
gates resized | 2 | 0
hold endpoints to repair | 0 | 0
gates cloned | 0 | 0
setup buffers | 1 | 2
## how the worst min path moves through the flow
| stage | startpoint | end | slack, ns | cells past startpoint |
|---|---|---|---|---|
| 4_1_cts | reset | Count[3] | 0.24 | 2 |
| 5_1_grt | reset | Count[1] | 0.24 | 2 |
| 6_report | reset | Count[2] | 0.25 | 2 |
## layer usage
metal	up-vias	GRT usage	wire [µm]
met5	-	0	0
met4	0	0.00176	0
met3	0	0.0273	116
met2	10	0.0201	189
met1	91	0.0314	324
li1	100	-	-
## logic make-up after synthesis
group / count (synthesis) / share of synthesized area
compound gates: 5 / 0.147
xor+xnor: 2 / 0.0791
fa+ha+maj: 2 / 0.113
buf+inv: 5 / 0.0847
flops: 4 / 0.452
mux: 1 / 0.0452
simple gates: 3 / 0.0791
## cell usage in the layout, fill, tap and decap left out, types with 2 or more instances in the layout
cell type	synthesis	layout
sky130_fd_sc_hd__ha_1	2	2
sky130_fd_sc_hd__dfrtp_1	4	2
sky130_fd_sc_hd__xnor2_1	2	2
sky130_fd_sc_hd__buf_4	0	3
sky130_fd_sc_hd__clkdlybuf4s50_1	0	6
sky130_fd_sc_hd__clkbuf_4	0	3
sky130_fd_sc_hd__dfrtp_2	0	2
sky130_fd_sc_hd__inv_1	4	4
Power and IR drop assume default switching activity.
