**design/flow/design.v**
```verilog
module modN_ctr  
  # (parameter N = 10,  
     parameter WIDTH = 4)  
    (input   clk,  
     input   rstn,  
     output  reg[WIDTH-1:0] out);  
  always @ (posedge clk) begin  
    if (!rstn) begin  
      out <= 0;  
    end else begin  
      if (out == N-1)  
        out <= 0;  
      else  
        out <= out + 1;  
    end  
  end  
endmodule 
```
**design/flow/run.sh**
```bash
#!/bin/bash
# OpenROAD 26Q1-2900-gdf79404cd8, Yosys 0.63+post, stock flow scripts
make -C /OpenROAD-flow-scripts/flow DESIGN_CONFIG=/design/flow/config.mk WORK_HOME=/design/flow/orfs finish
```
**design/flow/config.mk**
```make
export PLATFORM = sky130hd
export DESIGN_NAME = modN_ctr
export DESIGN_NICKNAME = modN_ctr
export VERILOG_FILES = /design/flow/design.v
export SDC_FILE = /design/flow/constraint.sdc
export NUM_CORES = 4
export LEC_CHECK = 1
export CORE_AREA = 10 10 70 70
export DIE_AREA = 0 0 80 80
```
**design/flow/constraint.sdc**
```tcl
current_design modN_ctr

set clk_period 1.0
set clk_io_pct 0.2

create_clock -name clk0 -period $clk_period [get_ports {clk}]

set non_clock_inputs [all_inputs -no_clocks]
set_input_delay [expr $clk_period * $clk_io_pct] -clock clk0 $non_clock_inputs
set_output_delay [expr $clk_period * $clk_io_pct] -clock clk0 [all_outputs]
```
==> run_results.csv <==
group,metric,value,unit
setup_path,crit_end,"out[3]$_SDFF_PP0_",
placement,place.gp.congestion,0.667,
final_timing,hold_viol,0,
placement,place_inst,72,
power_and_ir_drop,p_int,0.000353,W
clock_tree,cts.clk_slew.worst_paths,0.04,ns
final_timing,finClkSkew,0.00462,ns
final_layout,largest_register_ffs,4,
die,die_y,80,µm
power_and_ir_drop,powerDensity,1220,mW/mm²
clock_tree,root_buffer,"clkbuf_4",
global_route,grt_pass1_wl,841,µm
placement,io_buffers,5,
power_and_ir_drop,seq_power_share,39.4,%
run_status,status,"finished, violations left",
run_status,violations,"negative setup slack",
setup_path,path_class,"flip-flop to flip-flop",
clock_tree,cts_buffers,3,
final_timing,max_slew_margin,86.6,%
final_layout,stdcell_count,77,
final_timing,final.setup.worst_slack,-0.0312,ns
power_and_ir_drop,p_sw_share,22.1,%
setup_path,rr_endpoint,"out[3]$_SDFF_PP0_",
run,tool_warnings,28,
die,io_pins,6,
global_route,grt_max_degree,7,
final_layout,lay_top_cells,"clkbuf_4 (3), dfxtp_2 (3)",
final_timing,fin_crit_sh,103,%
synthesis,synth.distinct_cells,12,
power_and_ir_drop,p_switching,0.000100,W
detailed_routing,drtPass1Iterations,3,
clock_tree,htree_num_levels,1,
global_route,grt_pass1_vias,186,
detailed_routing,wl_per_cell,6.62,µm
global_route,grt.total_usage,1.72,%
clock_tree,cts_buffer_depth,2,
synthesis,synthCells,19,
setup_path,reg2reg_slack,-0.03,ns
setup_path,critPathArrivalTime,1.15,ns
final_timing,setup_viol,1,
die,core_area,0.00342,mm²
synthesis,ys_ff,4,
detailed_routing,avgViaCountPerCell,2.22,
detailed_routing,vias,171,
final_timing,whs,0.523,ns
run,maxCapViolations,0,
synthesis,synth_area_per_cell,9.75,µm²
final_timing,grt_setup_unrepaired,"yes",
die,fp_util,5.42,%
detailed_routing,drc,0,
final_layout,area_growth,101,%
min_path,hp-class,"flip-flop to flip-flop",
die,die_area,0.00640,mm²
synthesis,ys_area,185,µm²
power_and_ir_drop,peakVddDrop,711,µV
final_layout,regMostFlops,"out",
die,die_w,80,µm
synthesis,yosys_cells,19,
clock_tree,clock-sinks,4,
final_layout,largestRegisters,"out x4",
synthesis,synth_area,185,µm²
final_timing,fin_crit,1.03,ns
detailed_routing,diodes,0,
setup_path,cp.required,1.12,ns
clock_tree,clock_latency,0.23,ns
detailed_routing,drt_wl_total,510,µm
synthesis,ys_seq_share,43.2,%
detailed_routing,ant_nets,0,
final_timing,slew_violations,0,
setup_path,cp-start-kind,"flip-flop",
global_route,grt_overflow,0,
power_and_ir_drop,p_leak,0.137,nW
global_route,antenna_found_initial,0,
setup_path,critPathCaptureType,"flip-flop",
final_timing,worstMarginPinSlew,0.200,ns
die,rows,21,
clock_tree,cts_tree,"yes",
final_layout,drive_gt1_share,51.6,%
synthesis,yosys_warnings,1,
final_timing,clock.fmax,970,MHz
setup_path,r2r_cells,5,
detailed_routing,drtIter0Drc,4,
placement,hpwl,367,µm
setup_path,reg2reg_from,"out[1]$_SDFF_PP0_",
power_and_ir_drop,p_comb_share,17.4,%
setup_path,crit_path_start,"out[1]$_SDFF_PP0_",
setup_path,crit_fanout,3,
power_and_ir_drop,p_clk_share,43.1,%
==> through the flow <==
step	setup slack, ns	area, µm²	total power (W)	TNS (ns)	util [%]
2_1_floorplan	0.0255	185	0.000199	0	-
3_3_place_gp	-0.0613	308	0.000231	-0.194	9.01
3_5_place_dp	-0.0754	308	0.000233	-0.295	9.01
4_1_cts	-0.0253	375	0.000465	-0.0253	11.0
5_1_grt	-0.0780	372	0.000499	-0.185	10.9
6_report	-0.0312	372	0.000454	-0.0312	10.9
==> layer usage <==
metal | GRT usage (%) | routed length (µm) | share of wire [%]
met1 | 2.07 | 262 | 51
met2 | 2.01 | 170 | 33
met3 | 1.70 | 77 | 15
met4 | 0.528 | 0 | 0
met5 | 0 | 0 | 0
==> power by group through the flow <==
stage         logic (W)  registers, W  clock network (W)
finish        0.0000792      0.000179           0.000196
global route  0.0000893      0.000180           0.000229
CTS           0.0000786      0.000179           0.000208
==> cell type report <==
class	instances	area, µm²
inverter	1	6.26
fill	402	3040
clock buffer	3	22.5
tap	46	57.6
multi-input combinational	14	120
timing repair buffer	9	81.3
sequential	4	83.8
==> worst max-delay path: stages (launching register included) <==
cell	delay, ns
dfxtp_2	0.31
buf_6	0.12
inv_4	0.05
ha_4	0.11
nor3b_1	0.04
o31a_1	0.29
==> Yosys cell counts (all sizes together) <==
cell,instances,area (µm²)
inv,1,3.75
nand2b,1,6.26
nand2,2,7.51
o21ai,1,5.00
nor3b,2,15.0
nor2,2,7.51
ha,2,25.0
and3,1,11.3
nand3b,1,7.51
dfxtp,4,80.1
a21boi,1,7.51
o31a,1,8.76
==> worst min-delay path by stage <==
stage                  from  depth (start not counted)  slack (ns)           endpoint
4_1_cts   out[0]$_SDFF_PP0_                          2        0.52  out[0]$_SDFF_PP0_
5_1_grt   out[0]$_SDFF_PP0_                          2        0.56  out[0]$_SDFF_PP0_
6_report  out[0]$_SDFF_PP0_                          2        0.52  out[0]$_SDFF_PP0_
==> kinds of logic after synthesis <==
| group | Yosys count | share of synthesized area, % |
|---|---|---|
| AOI/OAI and AO/OA | 3 | 11.5 |
| adders and majority gates | 2 | 13.5 |
| buffers and inverters | 1 | 2.03 |
| DFF | 4 | 43.2 |
| and+or+nand+nor | 9 | 29.7 |
==> repair_timing <==
action / in CTS / in global routing
setup endpoints to repair: 7 / 7
buffers inserted: 2 / 0
gates resized: 19 / 2
hold endpoints to repair: 0 / 0
hold buffers: 0 / 0
pin swaps: 1 / 0
Power and IR drop assume default switching activity.
